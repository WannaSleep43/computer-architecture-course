==> flow/design.v <==
module stack_structural_normal(
    inout wire[3:0] IO_DATA, 
    input wire RESET,
    input wire CLK,
    input wire[1:0] COMMAND,
    input wire[2:0] INDEX
    ); 
    wire cmd0, cmd1, cmd2, cmd3;
    decode2bit dec2bit(cmd0, cmd1, cmd2, cmd3, COMMAND);
    wire[2:0] cmd3bit3;
    assign cmd3bit3[0] = cmd3, cmd3bit3[1] = cmd3, cmd3bit3[2] = cmd3;
    wire clkPlus, clkMinus;
    and andplus(clkPlus, CLK, cmd1), andminus(clkMinus, CLK, cmd2);
    wire[2:0] pPlus, pMinus;
    pointerT plus(pPlus, RESET, clkPlus), minus(pMinus, RESET, clkMinus);
    wire[2:0] pointer;
    diffModulo5 plusMinus(pointer, pPlus, pMinus);
    wire rw0, notrw0;
    or orrw0(rw0, cmd0, cmd1);
    not notrw(notrw0, rw0);
    wire[2:0] modindex;
    mod5forInd mod(modindex, INDEX);
    wire[2:0] indPlOne;
    plusOne add(indPlOne, modindex);
    wire[2:0] indMask;
    and3bit maskInd(indMask, indPlOne, cmd3bit3);
    wire[2:0] pointerMinusInd;
    diffModulo5 pointerInd(pointerMinusInd, pointer, indMask);
    wire[2:0] finalIndex;
    minusOne pointerMinus(finalIndex, cmd2, pointerMinusInd);
    wire[3:0] memOut;
    StackMemory stMemory(memOut, CLK, RESET, cmd1, IO_DATA, finalIndex);
    cmos cmos0(IO_DATA[0], memOut[0], notrw0, rw0), cmos1(IO_DATA[1], memOut[1], notrw0, rw0), cmos2(IO_DATA[2], memOut[2], notrw0, rw0), cmos3(IO_DATA[3], memOut[3], notrw0, rw0);
endmodule
module RS(output wire Q, output wire notQ, input wire reset, input wire R, input wire CLK, input wire S);
    and and1(and1_out, R, CLK), and2(and2_out, S, CLK);
    nor nor1(Q, notQ, and1_out), nor2(res, Q, and2_out);
    or or1(notQ, reset, res);
endmodule
module Dtrigger (output wire Q, output wire notQ,input wire Reset, input wire CLK, input wire D);
    wire notD;
    not not1(notD, D);
    RS RS1(Q, notQ, Reset, notD, CLK, D);
endmodule
module DynamicD(output wire Q, output wire notQ, input wire Reset, input wire CLK, input wire D);
    wire notCLK, D1, notD1;
    not not1(notCLK, CLK);
    Dtrigger Dtrigger1(D1, notD1, Reset, CLK, D);
    Dtrigger Dtrigger2(Q, notQ, Reset, notCLK, D1);
endmodule
module Ttrigger(output wire Q, input wire Reset, input wire CLK);
    wire nQ;
    DynamicD Dynamic1(Q, nQ, Reset, CLK, nQ);
endmodule
module and4bit(output wire[3:0] q, input wire[3:0] a, input wire[3:0] b);
    and and0(q[0], a[0], b[0]), and1(q[1], a[1], b[1]), and2(q[2], a[2], b[2]), and3(q[3], a[3], b[3]);
endmodule
module or4bit(output wire[3:0] q, input wire[3:0] a, input wire[3:0] b);
    or or0(q[0], a[0], b[0]), or1(q[1], a[1], b[1]), or2(q[2], a[2], b[2]), or3(q[3], a[3], b[3]);
endmodule
module Memory(output wire[3:0] Q, input wire reset, input wire CLK, input wire rw, input wire[3:0] data);
    wire CLKandrw, q1, q2, q3, q4, notq1, notq2, notq3, notq4;
    and and1(CLKandrw, CLK, rw);
    Dtrigger Dtrigger1(q1, notq1, reset, CLKandrw, data[0]), Dtrigger2(q2, notq2, reset, CLKandrw, data[1]), Dtrigger3(q3, notq3, reset, CLKandrw, data[2]), Dtrigger4(q4, notq4, reset, CLKandrw, data[3]);
    wire[3:0] resMem, clk4;
    assign resMem[0] = q1, resMem[1] = q2, resMem[2] = q3, resMem[3] = q4;
    assign clk4[0] = CLK, clk4[1] = CLK, clk4[2] = CLK, clk4[3] = CLK;
    and4bit and2(Q, clk4, resMem);
endmodule
module decode2bit(
        output wire Q0, output wire Q1, output wire Q2, output wire Q3,
        input wire[1:0] A
    );
    wire not0, not1;
    not nota(not0, A[0]), notb(not1, A[1]);
    and and1(Q0, not1, not0), and2(Q1, not1, A[0]), and3(Q2, A[1], not0), and4(Q3, A[1], A[0]);
endmodule
module decode3bit(output wire Q0, output wire Q1, output wire Q2, output wire Q3, output wire Q4, input wire[2:0] A);
    wire not0, not1, not2;
    not nota(not0, A[0]), notb(not1, A[1]), notc(not2, A[2]);
    wire res1, res2, res3, res6, res7, res8;
    and and1(res1, not2, not1, not0), and2(res2, not2, not1, A[0]), and3(res3, not2, A[1], not0), and4(Q3, not2, A[1], A[0]), and5(Q4, A[2], not1, not0);
    and and6(res6, A[2], not1, A[0]), and7(res7, A[2], A[1], not0), and8(res8, A[2], A[1], A[0]);
    or or1(Q0, res1, res6), or2(Q1, res2, res7), or3(Q2, res3, res8);
endmodule
module encode3bit(
        output wire[2:0] Q,
        input wire A0, input wire A1, input wire A2, input wire A3, input wire A4
    );
    or or1(Q[0], A1, A3), or2(Q[1], A2, A3);
assign Q[2] = A4;
endmodule
module bitTo4(output wire[3:0] Q, input wire A);
    assign Q[0] = A, Q[1] = A, Q[2] = A, Q[3] = A;
endmodule
module plusOne(output wire[2:0] Q, input wire[2:0] A);
    wire res0, res1, res2, res3, res4;
    decode3bit dec(res0, res1, res2, res3, res4, A);
    encode3bit enc(Q, res4, res0, res1, res2, res3);
endmodule
module minusOne(output wire[2:0] Q, input wire CLK, input wire[2:0] A);
    wire nCLK;
    not not1(nCLK, CLK);
    wire[2:0] notCLK, CLK3bit;
    assign notCLK[0] = nCLK, notCLK[1] = nCLK, notCLK[2] = nCLK;
    assign CLK3bit[0] = CLK, CLK3bit[1] = CLK, CLK3bit[2] = CLK;
    wire[2:0] AandNotCLK;
    and3bit andAnotCLK(AandNotCLK, A, notCLK);
    wire res0, res1, res2, res3, res4;
    decode3bit dec(res0, res1, res2, res3, res4, A);
    wire[2:0] result;
    encode3bit enc(result, res1, res2, res3, res4, res0);
    wire[2:0] resCLK;
    and3bit resAndCLK(resCLK, result, CLK3bit);
    or3bit resOrMask(Q, resCLK, AandNotCLK);
endmodule
module and3bit(output wire[2:0] Q, input wire[2:0] A, input wire[2:0] B);
    and and1(Q[0], A[0], B[0]), and2(Q[1], A[1], B[1]), and3(Q[2], A[2], B[2]);
endmodule
module or3bit(output wire[2:0] Q, input wire[2:0] A, input wire[2:0] B);
    or or1(Q[0], A[0], B[0]), or2(Q[1], A[1], B[1]), or3(Q[2], A[2], B[2]);
endmodule
module ifThenAelseB(output wire[2:0] Q, input wire condition, input wire[2:0] A, input wire[2:0] B);
    wire notcondition;
    not not1(notcondition, condition);
    wire[2:0] cond, notcond;
    assign cond[0] = condition, cond[1] = condition, cond[2] = condition;
    assign notcond[0] = notcondition, notcond[1] = notcondition, notcond[2] = notcondition;
    wire[2:0] and1out, and2out;
    and3bit and1(and1out, A, cond), and2(and2out, B, notcond);
    or3bit or1(Q, and1out, and2out);
endmodule
module pointerT(output wire[2:0] Q, input wire reset, input wire CLK);
    wire andres, res, nq;
    not not1(nq, Q[1]);
    and and1(andres, Q[0], nq, Q[2]);
    or or1(res, reset, andres);
    Ttrigger t1(Q[0], res, CLK), t2(Q[1], res, Q[0]), t3(Q[2], res, Q[1]);
endmodule
module mod5forInd(output wire[2:0] Q, input wire[2:0] A);
    wire t0, t1, t2, t3, t4;
    decode3bit d(t0, t1, t2, t3, t4, A);
    encode3bit e(Q, t0, t1, t2, t3, t4);
endmodule
module StackMemory(output wire[3:0] Q, input wire CLK, input wire reset, input wire rw, input wire[3:0] data, input wire[2:0] index);
    wire clkrw;
    and and999(clkrw, CLK, rw);
    wire i0, i1, i2, i3, i4;
    decode3bit dec(i0, i1, i2, i3, i4, index);
    wire clki0, clki1, clki2, clki3, clki4;
    and and0(clki0, CLK, i0), and1(clki1, CLK, i1), and2(clki2, CLK, i2), and3(clki3, CLK, i3), and4(clki4, CLK, i4);
    wire[3:0] q0, q1, q2, q3, q4;
    Memory mem0(q0, reset, clki0, clkrw, data), mem1(q1, reset, clki1, clkrw, data), mem2(q2, reset, clki2, clkrw, data), mem3(q3, reset, clki3, clkrw, data), mem4(q4, reset, clki4, clkrw, data);
    wire[3:0] i4b0, i4b1, i4b2, i4b3, i4b4;
    bitTo4 to0(i4b0, i0), to1(i4b1, i1), to2(i4b2, i2), to3(i4b3, i3), to4(i4b4, i4);
    wire[3:0] res0, res1, res2, res3, res4;
    and4bit and4b0(res0, q0, i4b0), and4b1(res1, q1, i4b1), and4b2(res2, q2, i4b2), and4b3(res3, q3, i4b3), and4b4(res4, q4, i4b4);
    wire[3:0] Q1, Q2, Q3;
    or4bit or0(Q1, res0, res1), or1(Q2, Q1, res2), or2(Q3, Q2, res3), or3(Q, Q3, res4);
endmodule
module diffModulo5(output wire[2:0] Q, input wire[2:0] A, input wire[2:0] B);
    wire a0, a1, a2, a3, a4; 
    wire b0, b1, b2, b3, b4;
    decode3bit dec1(a0, a1, a2, a3, a4, A), dec2(b0, b1, b2, b3, b4, B);
    wire res0, res1, res2, res3, res4;
    and and0(res0, a0, b0), and1(res1, a1, b1), and2(res2, a2, b2), and3(res3, a3, b3), and4(res4, a4, b4);
    wire res5, res6, res7, res8, res9;
    and and5(res5, a0, b4), and6(res6, a1, b0), and7(res7, a2, b1), and8(res8, a3, b2), and9(res9, a4, b3);
    wire res10, res11, res12, res13, res14;
    and and10(res10, a0, b3), and11(res11, a1, b4), and12(res12, a2, b0), and13(res13, a3, b1), and14(res14, a4, b2);
    wire res15, res16, res17, res18, res19;
    and and15(res15, a0, b2), and16(res16, a1, b3), and17(res17, a2, b4), and18(res18, a3, b0), and19(res19, a4, b1);
    wire res20, res21, res22, res23, res24;
    and and20(res20, a0, b1), and21(res21, a1, b2), and22(res22, a2, b3), and23(res23, a3, b4), and24(res24, a4, b0);
    wire o0, o1, o2, o3, o4;
    or or0(o0, res0, res1, res2, res3, res4), or1(o1, res5, res6, res7, res8, res9), or2(o2, res10, res11, res12, res13, res14), or3(o3, res15, res16, res17, res18, res19), or4(o4, res20, res21, res22, res23, res24);
    encode3bit enc(Q, o0, o1, o2, o3, o4);
endmodule
==> flow/run.sh <==
#!/bin/bash
# OpenROAD 26Q1-2900-gdf79404cd8, Yosys 0.63+post, stock flow scripts
make -C /OpenROAD-flow-scripts/flow DESIGN_CONFIG=/design/flow/config.mk WORK_HOME=/design/flow/orfs finish
==> flow/config.mk <==
export PLATFORM = sky130hd
export DESIGN_NAME = diffModulo5
export DESIGN_NICKNAME = diffModulo5
export VERILOG_FILES = /design/flow/design.v
export SDC_FILE = /design/flow/constraint.sdc
export NUM_CORES = 4
export LEC_CHECK = 1
export CORE_AREA = 10 10 70 70
export DIE_AREA = 0 0 80 80
==> flow/constraint.sdc <==
current_design diffModulo5

set clk_period 1.8
set clk_io_pct 0.2

create_clock -name clk0 -period $clk_period

set non_clock_inputs [all_inputs -no_clocks]
set_input_delay [expr $clk_period * $clk_io_pct] -clock clk0 $non_clock_inputs
set_output_delay [expr $clk_period * $clk_io_pct] -clock clk0 [all_outputs]
==> flow_results.xml <==
<?xml version="1.0" encoding="UTF-8"?>
<metrics>
  <group name="synth">
    <metric name="number_of_standard_cells_reported_by_yosys" unit="">57</metric>
    <metric name="synthMuxAreaShare" unit="%">2.36</metric>
    <metric name="top_cells_by_area" unit="">buf_6, nand2b_1, nand3b_1</metric>
    <metric name="compound_area_share" unit="%">40.4</metric>
    <metric name="synth.cell_area" unit="um^2">424</metric>
    <metric name="postSynthAreaPerCell" unit="um^2">7.44</metric>
    <metric name="yosys_warnings" unit="">0</metric>
    <metric name="yosysTopAreaCell" unit="">buf_6</metric>
    <metric name="simple_gate_share" unit="%">37.8</metric>
    <metric name="seq_area_frac_synth" unit="%">0</metric>
    <metric name="synth_largest_type_area_fraction" unit="%">10.6</metric>
    <metric name="synth_xor_xnor_area_share" unit="%">4.13</metric>
    <metric name="synth_cell_type_count" unit="">35</metric>
    <metric name="post_synth_fa_ha_maj_area_fraction" unit="%">0</metric>
    <metric name="yosys-stat-area" unit="um^2">424</metric>
    <metric name="netlist_logic_family_top" unit="">AND-OR/OR-AND gates</metric>
    <metric name="post_synthesis_instance_total" unit="">57</metric>
  </group>
  <group name="timing">
    <metric name="period_used_share" unit="%">97.6</metric>
    <metric name="count_of_final_hold_check_violations" unit="">0</metric>
    <metric name="achievable-frequency" unit="GHz">0.569</metric>
    <metric name="unrepaired_setup_endpoints_after_global_routing" unit="">yes</metric>
    <metric name="timing.final.max_slew_violations" unit="">0</metric>
    <metric name="tightestPinTransition" unit="ns">0.236</metric>
    <metric name="setup_viol" unit="">0</metric>
    <metric name="fin_crit" unit="ns">1.76</metric>
    <metric name="worst_slack" unit="ns">0.0435</metric>
    <metric name="tightest_hold_margin" unit="ns">1.20</metric>
    <metric name="relSlewSlack" unit="%">84.2</metric>
  </group>
  <group name="final_layout">
    <metric name="final.fill_count" unit="">378</metric>
    <metric name="sequential_cell_total" unit="">0</metric>
    <metric name="combGateArea" unit="um^2">419</metric>
    <metric name="layoutNonFillerInstCount" unit="">124</metric>
    <metric name="final_layout_size_suffix_gt1_share" unit="%">56.4</metric>
    <metric name="final_layout_top_logic_cells" unit="">buf_4, nand3b_1, buf_6, buf_2</metric>
    <metric name="clock_buffer_instance_count_of_the_final_layout" unit="">0</metric>
    <metric name="flop_area" unit="um^2">0</metric>
    <metric name="syn2layout_area_growth" unit="%">71.4</metric>
    <metric name="mostFrequentLayoutCell" unit="">buf_4</metric>
  </group>
  <group name="critical_path">
    <metric name="worstPathCellList" unit="">buf_6 -&gt; or3b_4 -&gt; nor2_1 -&gt; a211oi_1 -&gt; a2bb2oi_1 -&gt; buf_2</metric>
    <metric name="critPathSlowestCell" unit="">or3b_4</metric>
    <metric name="startpoint_type" unit="">input port</metric>
    <metric name="critical_path.startpoint" unit="">A[2]</metric>
    <metric name="critPathCaptureType" unit="">output pin</metric>
    <metric name="critical_path.max_fanout" unit="">9</metric>
    <metric name="worst_ep_arrival_time" unit="ns">1.40</metric>
    <metric name="critical-path-max-stage-delay" unit="ns">0.41</metric>
    <metric name="critical_path.n_buffers_inverters" unit="">2</metric>
    <metric name="data_required_critical_path" unit="ns">1.44</metric>
    <metric name="path_delay_family" unit="">simple AND/OR/NAND/NOR gates</metric>
    <metric name="timing.setup.critical_path_class" unit="">input port to output pin</metric>
  </group>
  <group name="placed_design">
    <metric name="placed_cells" unit="">119</metric>
    <metric name="placement.setup.worst_slack" unit="ns">-0.864</metric>
    <metric name="hpwlAfterDp" unit="mm">1.00</metric>
    <metric name="place.port_buffers" unit="">9</metric>
    <metric name="place_congestion" unit="">0.772</metric>
  </group>
  <group name="drt">
    <metric name="dr.pass1.iters" unit="">4</metric>
    <metric name="route.vias.total" unit="">525</metric>
    <metric name="dr.first_iter.drc_count" unit="">41</metric>
    <metric name="antenna_diodes" unit="">0</metric>
    <metric name="route.final.wire_length" unit="mm">1.44</metric>
    <metric name="remaining_drc_errors" unit="">0</metric>
    <metric name="drtAntennaViolNets" unit="">0</metric>
    <metric name="detail_route.vias_per_cell" unit="">4.23</metric>
    <metric name="post_drt_wl_per_cell" unit="um">11.6</metric>
  </group>
  <group name="flow_run">
    <metric name="max_cap_viol_count" unit="">0</metric>
    <metric name="openroad.warnings" unit="">33</metric>
  </group>
  <group name="power">
    <metric name="leakage" unit="nW">0.282</metric>
    <metric name="power_density" unit="nW/um^2">232</metric>
    <metric name="ir_drop" unit="uV">94.3</metric>
  </group>
  <group name="min_path">
    <metric name="holdCritStartpoint" unit="">A[2]</metric>
    <metric name="hold_end" unit="">Q[1]</metric>
    <metric name="hold_depth" unit="">4</metric>
    <metric name="worstHoldPathType" unit="">input port to output pin</metric>
  </group>
  <group name="die">
    <metric name="design.portCount" unit="">9</metric>
    <metric name="dieWidth" unit="um">80</metric>
    <metric name="die-height" unit="um">80</metric>
    <metric name="initial_core_util" unit="%">12.4</metric>
    <metric name="die_area" unit="um^2">6400</metric>
    <metric name="placeableCoreArea" unit="um^2">3420</metric>
    <metric name="placement_row_count" unit="">21</metric>
  </group>
  <group name="grt">
    <metric name="first_pass_grt_wire_length" unit="mm">2.35</metric>
    <metric name="globalRouteTotalUtil" unit="%">4.25</metric>
    <metric name="grt_max_degree" unit="">12</metric>
    <metric name="via_count_of_the_first_global_routing_pass" unit="">504</metric>
    <metric name="grt_antenna_before_repair" unit="">0</metric>
    <metric name="globalRoute.totalOverflow" unit="">0</metric>
  </group>
  <group name="run_status">
    <metric name="outcome" unit="">finished clean</metric>
  </group>
</metrics>
==> routing by layer <==
layer,vias up,wire (um),GRT usage [%]
li1,262,-,-
met1,251,699,6.68
met2,12,625,5.94
met3,0,111,1.02
met4,0,0,0
met5,-,0,0
==> cell type report <==
| class | count | share of cell area (%) |
|---|---|---|
| timing repair buffer | 28 | 34.4 |
| multi-input combinational | 50 | 57.7 |
| tap | 46 | 7.92 |
==> kinds of logic after synthesis <==
kind of cell | Yosys count
AND/OR/NAND/NOR | 24
multiplexers | 1
XOR/XNOR | 2
buffers and inverters | 7
AND-OR/OR-AND | 23
==> cell usage after synthesis (all sizes together) <==
library cell,instances
xor2,1
a21boi,1
a22oi,1
o2bb2a,1
xnor2,1
a21o,1
a311oi,1
and2b,1
buf,7
a31oi,1
nand2,3
nand3b,4
or3b,4
or2,1
nor2,2
nor2b,1
mux2i,1
nand3,1
o211ai,1
a211oi,1
nor3b,2
o221ai,1
nand2b,5
a32o,1
a21oi,4
o22ai,3
a2bb2oi,1
o21ai,2
o31ai,2
o22a,1
==> through the flow <==
stage	TNS, ns	total power [W]	cell area (um^2)	util, %
floorplan	0	0.0000839	424	-
global placement	-2.52	0.000140	612	17.9
detailed placement	-2.54	0.000140	612	17.9
CTS	0	0.000143	632	18.5
global route	-0.0494	0.000185	727	21.3
finish	0	0.000168	727	21.3
==> what timing repair did <==
action	in CTS	in global routing
endpoints found under the setup margin	3	3
pin swaps	10	7
cloned	0	1
buffers inserted	3	1
resized	39	19
hold endpoints to repair	0	0
hold buffers	0	0
==> power breakdown <==
group | switching [W] | internal (W) | total (W)
combinational | 0.0000713 | 0.0000972 | 0.000168
sequential | 0 | 0 | 0
clock | 0 | 0 | 0
==> worst max-delay path by stage <==
stage	endpoint	slack [ns]	depth (start not counted)
finish	Q[1]	0.04	6
global route	Q[2]	-0.02	6
CTS	Q[1]	0.002	6
Power figures rest on the tool's default switching activity, not on a simulated workload.
